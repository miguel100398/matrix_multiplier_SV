<file path="flow/config.mk">
export PLATFORM = sky130hd
export DESIGN_NAME = matvec8_part3
export DESIGN_NICKNAME = matvec8_part3
export VERILOG_FILES = /design/flow/design.v
export SDC_FILE = /design/flow/constraint.sdc
export NUM_CORES = 4
export LEC_CHECK = 1
export CORE_UTILIZATION = 50
export SYNTH_HDL_FRONTEND = slang
</file>
<file path="flow/constraint.sdc">
current_design matvec8_part3

set clk_period 21.8
set clk_io_pct 0.2

create_clock -name clk0 -period $clk_period [get_ports {clk}]

set non_clock_inputs [all_inputs -no_clocks]
set_input_delay [expr $clk_period * $clk_io_pct] -clock clk0 $non_clock_inputs
set_output_delay [expr $clk_period * $clk_io_pct] -clock clk0 [all_outputs]
</file>
<file path="flow/design.v">
module adder_sat#(
    parameter WIDTH = 14
)(
    input  logic signed [WIDTH-1:0] A,
    input  logic signed [WIDTH-1:0] B,
    output logic signed [WIDTH-1:0] S
);
localparam logic signed [WIDTH-1:0] MAX_VALUE = (2**(WIDTH-1)) - 1;
localparam logic signed [WIDTH-1:0] MIN_VALUE = -(2**(WIDTH-1));
logic signed [WIDTH:0] add_result;
assign add_result = $signed(A) + $signed(B);
assign S = ($signed(add_result) >= $signed(MAX_VALUE))? $signed(MAX_VALUE) : ($signed(add_result) <= $signed(MIN_VALUE)) ? $signed(MIN_VALUE) : $signed(add_result[27:0]);
endmodule: adder_sat
module memory(clk, data_in, data_out, addr, wr_en);
    parameter WIDTH=16, SIZE=64;
    localparam LOGSIZE=$clog2(SIZE);
    input [WIDTH-1:0] data_in;
    output logic [WIDTH-1:0] data_out;
    input [LOGSIZE-1:0] addr;
    input clk, wr_en;
    logic [SIZE-1:0][WIDTH-1:0] mem;
    always_ff @(posedge clk) begin
        data_out <= mem[addr];
        if (wr_en)
            mem[addr] <= data_in;
    end
endmodule
module multiplier#(
    parameter WIDTH = 14
)(
    input  logic signed [WIDTH-1:0] A,
    input  logic signed [WIDTH-1:0] B,
    output logic signed [(WIDTH*2)-1:0] S
);
    assign S = $signed(A) * $signed(B);
endmodule: multiplier
module control_part3(
    input   logic           clk,
    input   logic           rst,
    input   logic           input_valid,
    input   logic           output_ready,
    input   logic           new_matrix,
    output  logic [2:0]     addr_x,
    output  logic           wr_en_x,
    output  logic [5:0]     addr_w,
    output  logic           wr_en_w,
    output  logic           clear_acc,
    output  logic           en_acc,
    output  logic           input_ready,
    output  logic           output_valid
);
typedef enum logic[2:0] {RST, WAIT_NEW_MATRIX, WAIT_W, WAIT_X, MULT, SEND_DATA, WAIT_RESULT} state_t;
state_t state, next_state;
logic[5:0] cntr1;
logic[2:0] cntr2;
logic en_cntr1;
logic en_cntr2;
logic cntr1_done;
logic cntr2_done;
logic en_acc_q;
logic set_done_mult;
logic done_mult;
logic clear_done_mult;
assign cntr1_done = (cntr1 == 6'd63);
assign cntr2_done = (cntr2 == 3'd7);
always_ff @(posedge clk) begin 
    if (rst) begin 
        state <= RST;
    end else begin 
        state <= next_state;
    end
end
always_comb begin 
    case(state)
        RST: begin 
            next_state = WAIT_NEW_MATRIX;
        end
        WAIT_NEW_MATRIX : begin
            if (input_valid) begin 
                if (new_matrix) begin 
                    next_state = WAIT_W;
                end else begin
                    next_state = WAIT_X;
                end
            end else begin 
                next_state = WAIT_NEW_MATRIX;
            end
        end 
        WAIT_W: begin 
            if (cntr1_done && input_valid) begin 
                next_state = WAIT_X;
            end else begin 
                next_state = WAIT_W;
            end
        end 
        WAIT_X: begin
            if (cntr2_done && input_valid) begin 
                next_state = MULT;
            end else begin 
                next_state = WAIT_X;
            end
        end
        MULT: begin 
            if (cntr2_done) begin 
                next_state = WAIT_RESULT;
            end else begin 
                next_state = MULT;
            end
        end
        WAIT_RESULT : begin
            next_state = SEND_DATA;
        end
        SEND_DATA: begin
            if (output_ready) begin 
                if (done_mult) begin 
                    next_state = WAIT_NEW_MATRIX;
                end else begin
                    next_state = MULT;
                end
            end else begin
                next_state = SEND_DATA;
            end
        end
        default: begin
            next_state = RST;
        end
    endcase
end
always_comb begin 
    addr_x  = 2'b0;
    wr_en_x = 1'b0;
    addr_w  = 3'b0;
    wr_en_w = 1'b0;
    clear_acc = 1'b0;
    en_acc_q  = 1'b0;
    input_ready = 1'b0;
    output_valid = 1'b0;
    en_cntr1 = 1'b0;
    en_cntr2 = 1'b0;
    clear_done_mult = 1'b0;
    set_done_mult = 1'b0;
    case(state)
        RST: begin
           clear_acc = 1'b1; 
           clear_done_mult = 1'b1;
        end
        WAIT_NEW_MATRIX: begin
            addr_w = cntr1;
            addr_x = cntr2;
            en_cntr1 = (input_valid && new_matrix);
            en_cntr2 = (input_valid && ~new_matrix);
            wr_en_w  = (input_valid && new_matrix);
            wr_en_x  = (input_valid && ~new_matrix);
            input_ready = 1'b1;
            clear_done_mult = 1'b1; 
        end
        WAIT_W: begin
            addr_w = cntr1;
            en_cntr1 = input_valid;
            wr_en_w = input_valid;
            input_ready = 1'b1; 
        end
        WAIT_X: begin
            addr_x = cntr2;
            en_cntr2 = input_valid;
            wr_en_x = input_valid;
            input_ready = 1'b1;
        end
        MULT: begin
            addr_w = cntr1;
            addr_x = cntr2;
            en_acc_q = 1'b1;
            en_cntr1 = 1'b1;
            en_cntr2 = 1'b1;
            set_done_mult = (cntr1_done && cntr2_done);
        end
        SEND_DATA: begin
            clear_acc = output_ready;
            output_valid = 1'b1; 
        end
        default: begin
            addr_x  = 2'b0;
            wr_en_x = 1'b0;
            addr_w  = 3'b0;
            wr_en_w = 1'b0;
            clear_acc = 1'b0;
            en_acc_q  = 1'b0;
            input_ready = 1'b0;
            output_valid = 1'b0;
            en_cntr1 = 1'b0;
            en_cntr2 = 1'b0;
        end
    endcase
end
always_ff @(posedge clk) begin
    en_acc <= en_acc_q;
end
always_ff @(posedge clk) begin
    if (set_done_mult) begin
        done_mult <= 1'b1;
    end else if (clear_done_mult) begin
        done_mult <= 1'b0;
    end
end
always_ff @(posedge clk) begin 
    if (rst) begin 
        cntr1 <= 6'b0;
    end else if (en_cntr1) begin 
        if (cntr1_done) begin 
            cntr1 <= 6'b0;
        end else begin 
            cntr1 <= cntr1 + 1'b1;
        end
    end
end
always_ff @(posedge clk) begin 
    if (rst) begin 
        cntr2 <= 3'b0;
    end else if (en_cntr2) begin 
        if (cntr2_done) begin 
            cntr2 <= 3'b0;
        end else begin 
            cntr2 <= cntr2 + 1'b1;
        end
    end
end
endmodule: control_part3
module datapath_part3(
    input  logic                 clk,
    input  logic                 rst,
    input  logic signed  [13:0]  input_data,
    input  logic         [2:0]   addr_x,
    input  logic                 wr_en_x,
    input  logic         [5:0]   addr_w,
    input  logic                 wr_en_w,
    input  logic                 clear_acc,
    input  logic                 en_acc,
    output logic signed [27:0]   output_data
);
logic signed [13:0] data_x;
logic signed [13:0] data_w;
logic signed [27:0] mult_result;
logic signed [27:0] adder_result;
logic signed [27:0] reg_accum;
assign output_data = reg_accum;
memory#(
    .WIDTH(14),
    .SIZE(8)
) memory_x(
    .data_in(input_data),
    .data_out(data_x),
    .addr(addr_x),
    .clk(clk),
    .wr_en(wr_en_x)
);
memory#(
    .WIDTH(14),
    .SIZE(64)
) memory_w(
    .data_in(input_data),
    .data_out(data_w),
    .addr(addr_w),
    .clk(clk),
    .wr_en(wr_en_w)
);
multiplier #(
    .WIDTH(14)
) mult(
    .A(data_x),
    .B(data_w),
    .S(mult_result)
);
adder_sat #(
    .WIDTH(28)
) adder(
    .A(mult_result),
    .B(reg_accum),
    .S(adder_result)
);
always_ff @(posedge clk) begin 
    if (clear_acc) begin 
        reg_accum <= 'b0;
    end else if (en_acc) begin 
        reg_accum <= adder_result;
    end
end
endmodule: datapath_part3
module matvec8_part3(clk, reset, input_valid, input_ready,
input_data, new_matrix, output_valid, output_ready, output_data);
    input   logic clk, reset, input_valid, output_ready, new_matrix;
    input   logic signed [13:0] input_data;
    output  logic signed [27:0] output_data;
    output  logic output_valid, input_ready;
    logic [5:0] addr_w;
    logic [2:0] addr_x;
    logic wr_en_x;
    logic wr_en_w;
    logic clear_acc;
    logic en_acc;
    control_part3 control(
        .clk(clk),
        .rst(reset),
        .input_valid(input_valid),
        .output_ready(output_ready),
        .new_matrix(new_matrix),
        .addr_x(addr_x),
        .wr_en_x(wr_en_x),
        .addr_w(addr_w),
        .wr_en_w(wr_en_w),
        .clear_acc(clear_acc),
        .en_acc(en_acc),
        .input_ready(input_ready),
        .output_valid(output_valid)
    );
    datapath_part3 datapath(
        .clk(clk),
        .rst(reset),
        .input_data(input_data),
        .addr_x(addr_x),
        .wr_en_x(wr_en_x),
        .addr_w(addr_w),
        .wr_en_w(wr_en_w),
        .clear_acc(clear_acc),
        .en_acc(en_acc),
        .output_data(output_data)
    );
endmodule: matvec8_part3
</file>
<file path="flow/run.sh">
#!/bin/bash
# OpenROAD 26Q1-2900-gdf79404cd8, Yosys 0.63+post, stock flow scripts
make -C /OpenROAD-flow-scripts/flow DESIGN_CONFIG=/design/flow/config.mk WORK_HOME=/design/flow/orfs finish
</file>
==> results.cfg <==
; generated from flow reports
[clock_tree]
cts-root-buf = clkbuf_16
clock-sinks = 1082
post_cts_buffers = 0
clk_pin_slew_ns = 0.06
cts_made_buffers = 108
clockBufferDepth = 3
h-tree-depth = 3
clock_latency_ns = 0.70
cts_hold_buf = 0
cts_tree = yes
post_cts_resized = 0

[die]
fp.dieW_um = 318
pin_count = 49
die_h_um = 318
chip_area_um2 = 101000
initCoreUtil_pct = 50.6
num_rows = 115
core_um2 = 98700

[sta]
tightestPinTransition_ns = 1.06
hold_ws_ns = 0.450
final.setup.tns_ns = 0
rsz0062_at_grt = no
finalWorstSetupSlack_ns = 13.88
period_minus_slack_ns = 7.92
setup_violations = 0
max_slew_margin_pct = 29.0
max_freq_ghz = 0.126
finClkSkew_ns = 0.0326
hold_violations = 0
finalCritPeriodShare_pct = 36.3
slew_viol_final = 0

[route]
drt-pass1-iter-count = 6
routed_wl_mm = 140
ant_nets = 0
avgViaCountPerCell = 6.06
wl_per_cell_um = 27.5
drtIter0Drc = 2202
vias = 30800
drc = 0

[placed_design]
portBuffers = 48
dp_slack_ns = 13.87
post-place-cells = 4887
dp_hpwl_mm = 89.1
place.gp.congestion = 0.965

[power]
pwr-share-comb_pct = 47.9
power_frac_seq_pct = 29.4
p_per_area_nw_per_um2 = 140
switchingPower_mw = 3.14
ir_worst_vdd_v = 0.000346
power.static_leakage_nw = 19.6
power.internal_mw = 4.65
clkPwrFrac_pct = 22.7
switching_share_pct = 40.4

[setup_path]
start_kind = flop
crit_chain = nand2_1, inv_1, fa_1, fa_1, fa_1, fa_1, fa_1, inv_1, fa_1, inv_1, ha_1, a21oi_2, o21ai_0, o211a_1, or3_1, a21oi_1, nand4_1, o21ai_1, o31ai_1
worst_setup_path_end_kind = flop
slowest_delay_ns = 0.62
critical_path_buf_inv_count = 3
critical_path_class = flop to flop
slowest_stage = dfxtp_1
cp_common_cell = fa_1
worstPathMaxFanout = 17
worstPathArrival_ns = 8.47
cp_top_family = adder cells
critical_path_required_ns = 22.34

[yosys]
synth-main-ff-cell = edfxtp_1
synth_cells = 3603
yosysWarnings = 0
ys_area_um2 = 50000
async_flop_share_pct = 0
synth-edff-count = 1008
synth_cell_types = 81
ys_ff = 1082
postSynthSeqShare_pct = 63.5
syn_area_um2 = 50000
yosys-stat-cells = 3603
syn_area_per_cell_um2 = 13.9

[grt]
grt_overflow_total = 0
grt_pass1_wl_mm = 207
grt_pass1_vias = 32500
grt_max_degree = 73
grt_usage_pct = 31.1
antenna_found_initial = 5

[hold_path]
worstHoldPathType = flop to flop

[final_layout]
nFillCells = 7505
drive_above_1_share_pct = 10.2
area_growth_pct = 11.6
final_util_pct = 56.5
comb_area_um2 = 16500
stdcell_count = 5081
flop_area_um2 = 31800

[flow_run]
tool_warnings = 27
drv_cap = 0

[status]
status = finished, final reports clean
placed cells by master (no fill, tap or decap), types with 10 or more instances in the layout:
cell                n
clkbuf_1           20
or4_1              16
buf_2              14
clkinv_1           29
mux2_2             37
o21ai_0            75
a222oi_1           36
a31oi_1            47
dfxtp_1            71
a221o_1            10
clkbuf_16         108
xnor2_1            20
inv_1             269
nor4_1             15
and2_1            104
clkinv_2           15
a21o_1             11
nor3_1             29
xor2_1             11
a22oi_1            94
o211ai_1           23
nand3_1            33
nor2_4             10
buf_4             147
ha_1               86
mux2i_1            93
nand2_1           335
nor2_1            185
or3_1              13
clkdlybuf4s50_1    34
a21oi_1           222
edfxtp_1         1008
a211oi_1           20
o22ai_1            40
a22o_1             57
nand2b_1           11
a221oi_1           75
fa_1              238
sequential cells by signal, summed over array words and instances, names as in the netlist, 3 cells and up:
name	flops
datapath.output_data	28
datapath.memory_w.data_out	14
datapath.memory_x.mem	112
datapath.memory_w.mem	896
datapath.memory_x.data_out	14
control.cntr1	6
control.state	7
control.cntr2	3
logic make-up (layout without fill, tap and decap cells):
logic type / Yosys count / in the layout / synth area share (%)
flip-flops: 1082 / 1082 / 63.5
multiplexers: 130 / 130 / 2.70
buffers and inverters: 468 / 658 / 3.61
other: 0 / 1 / 0
AND-OR/OR-AND: 765 / 765 / 10.5
XOR/XNOR: 32 / 32 / 0.576
adder cells (fa/ha/maj): 324 / 324 / 11.7
AND/OR/NAND/NOR: 802 / 802 / 7.41
power groups by stage:
| stage | Sequential, mW | Clock [mW] | Combinational, mW |
|---|---|---|---|
| finish | 2.29 | 1.77 | 3.73 |
| CTS | 2.29 | 1.79 | 3.75 |
| global route | 2.29 | 1.87 | 4.18 |
layout make-up:
class | count | share of cell area (%)
clock inverters | 65 | 1.05
repair buffers | 195 | 2.71
inverters | 270 | 1.82
well taps | 1287 | 2.89
multi-input cells | 2053 | 29.6
diodes | 1 | 0.00448
flip-flops and latches | 1082 | 56.9
clock buffers | 128 | 4.98
through the flow:
stage | area (um^2) | power, mW
floorplan | 50000 | 5.22
global placement | 52400 | 6.03
detailed placement | 52400 | 6.04
CTS | 55800 | 7.83
global route | 55800 | 8.35
finish | 55800 | 7.79
worst register-to-register path: stages (launching register included):
cell     delay [ns]
dfxtp_1        0.62
nand2_1        0.58
inv_1          0.42
fa_1           0.50
fa_1           0.57
fa_1           0.45
fa_1           0.50
fa_1           0.49
inv_1          0.05
fa_1           0.47
inv_1          0.04
ha_1           0.37
a21oi_2        0.36
o21ai_0        0.28
o211a_1        0.31
or3_1          0.35
a21oi_1        0.16
nand4_1        0.59
o21ai_1        0.54
o31ai_1        0.15
cell usage after synthesis (all sizes together), types with 74 or more instances:
master,number,area [um^2]
fa,238,4760
clkbuf,143,537
nor2,196,738
ha,86,1080
and2,107,672
nand2,339,1280
edfxtp,1008,30300
a22oi,94,706
o21ai,80,400
mux2i,93,931
a21oi,224,1120
dfxtp,74,1480
a221oi,77,687
inv,269,1010
path summary, 6_finish.rpt:
path,endpoint,cells after the start,start,slack [ns]
worst max-delay path,datapath.output_data[4],19,datapath.memory_w.data_out[1],13.88
worst min-delay path,control.state[5],2,control.state[3],0.45
worst max register to register,datapath.output_data[4],19,datapath.memory_w.data_out[1],13.88
worst min register to register,control.state[5],2,control.state[3],0.45
routing by layer:
metal / track usage [%] / routed length [um]
met5: 1.37 / 197
met4: 11.2 / 6810
met3: 19.7 / 20700
met2: 46.2 / 66700
met1: 38.4 / 45300
Power figures rest on the tool's default switching activity, not on a simulated workload.
