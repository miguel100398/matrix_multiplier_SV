`/design/flow/constraint.sdc`:
```
current_design matvec3_part2

set clk_period 15.8
set clk_io_pct 0.2

create_clock -name clk0 -period $clk_period [get_ports {clk}]

set non_clock_inputs [all_inputs -no_clocks]
set_input_delay [expr $clk_period * $clk_io_pct] -clock clk0 $non_clock_inputs
set_output_delay [expr $clk_period * $clk_io_pct] -clock clk0 [all_outputs]
```
`/design/flow/config.mk`:
```
export PLATFORM = sky130hd
export DESIGN_NAME = matvec3_part2
export DESIGN_NICKNAME = matvec3_part2
export VERILOG_FILES = /design/flow/design.v
export SDC_FILE = /design/flow/constraint.sdc
export NUM_CORES = 4
export LEC_CHECK = 1
export CORE_UTILIZATION = 40
export SYNTH_HDL_FRONTEND = slang
```
`/design/flow/design.v`:
```
module adder_sat#(
    parameter WIDTH = 14
)(
    input  logic signed [WIDTH-1:0] A,
    input  logic signed [WIDTH-1:0] B,
    output logic signed [WIDTH-1:0] S
);
localparam logic signed [WIDTH-1:0] MAX_VALUE = (2**(WIDTH-1)) - 1;
localparam logic signed [WIDTH-1:0] MIN_VALUE = -(2**(WIDTH-1));
logic signed [WIDTH:0] add_result;
assign add_result = $signed(A) + $signed(B);
assign S = ($signed(add_result) >= $signed(MAX_VALUE))? $signed(MAX_VALUE) : ($signed(add_result) <= $signed(MIN_VALUE)) ? $signed(MIN_VALUE) : $signed(add_result[27:0]);
endmodule: adder_sat
module memory(clk, data_in, data_out, addr, wr_en);
    parameter WIDTH=16, SIZE=64;
    localparam LOGSIZE=$clog2(SIZE);
    input [WIDTH-1:0] data_in;
    output logic [WIDTH-1:0] data_out;
    input [LOGSIZE-1:0] addr;
    input clk, wr_en;
    logic [SIZE-1:0][WIDTH-1:0] mem;
    always_ff @(posedge clk) begin
        data_out <= mem[addr];
        if (wr_en)
            mem[addr] <= data_in;
    end
endmodule
module multiplier#(
    parameter WIDTH = 14
)(
    input  logic signed [WIDTH-1:0] A,
    input  logic signed [WIDTH-1:0] B,
    output logic signed [(WIDTH*2)-1:0] S
);
    assign S = $signed(A) * $signed(B);
endmodule: multiplier
module control_part2(
    input   logic           clk,
    input   logic           rst,
    input   logic           input_valid,
    input   logic           output_ready,
    input   logic           new_matrix,
    output  logic [1:0]     addr_x,
    output  logic           wr_en_x,
    output  logic [3:0]     addr_w,
    output  logic           wr_en_w,
    output  logic           clear_acc,
    output  logic           en_acc,
    output  logic           input_ready,
    output  logic           output_valid
);
typedef enum logic[2:0] {RST, WAIT_NEW_MATRIX, WAIT_W, WAIT_X, MULT, SEND_DATA, WAIT_RESULT} state_t;
state_t state, next_state;
logic[3:0] cntr1;
logic[1:0] cntr2;
logic en_cntr1;
logic en_cntr2;
logic cntr1_done;
logic cntr2_done;
logic en_acc_q;
logic set_done_mult;
logic done_mult;
logic clear_done_mult;
assign cntr1_done = (cntr1 == 4'd8);
assign cntr2_done = (cntr2 == 2'd2);
always_ff @(posedge clk) begin 
    if (rst) begin 
        state <= RST;
    end else begin 
        state <= next_state;
    end
end
always_comb begin 
    case(state)
        RST: begin 
            next_state = WAIT_NEW_MATRIX;
        end
        WAIT_NEW_MATRIX : begin
            if (input_valid) begin 
                if (new_matrix) begin 
                    next_state = WAIT_W;
                end else begin
                    next_state = WAIT_X;
                end
            end else begin 
                next_state = WAIT_NEW_MATRIX;
            end
        end 
        WAIT_W: begin 
            if (cntr1_done && input_valid) begin 
                next_state = WAIT_X;
            end else begin 
                next_state = WAIT_W;
            end
        end 
        WAIT_X: begin
            if (cntr2_done && input_valid) begin 
                next_state = MULT;
            end else begin 
                next_state = WAIT_X;
            end
        end
        MULT: begin 
            if (cntr2_done) begin 
                next_state = WAIT_RESULT;
            end else begin 
                next_state = MULT;
            end
        end
        WAIT_RESULT : begin
            next_state = SEND_DATA;
        end
        SEND_DATA: begin
            if (output_ready) begin 
                if (done_mult) begin 
                    next_state = WAIT_NEW_MATRIX;
                end else begin
                    next_state = MULT;
                end
            end else begin
                next_state = SEND_DATA;
            end
        end
        default: begin
            next_state = RST;
        end
    endcase
end
always_comb begin 
    addr_x  = 2'b0;
    wr_en_x = 1'b0;
    addr_w  = 3'b0;
    wr_en_w = 1'b0;
    clear_acc = 1'b0;
    en_acc_q  = 1'b0;
    input_ready = 1'b0;
    output_valid = 1'b0;
    en_cntr1 = 1'b0;
    en_cntr2 = 1'b0;
    clear_done_mult = 1'b0;
    set_done_mult = 1'b0;
    case(state)
        RST: begin
           clear_acc = 1'b1; 
           clear_done_mult = 1'b1;
        end
        WAIT_NEW_MATRIX: begin
            addr_w = cntr1;
            addr_x = cntr2;
            en_cntr1 = (input_valid && new_matrix);
            en_cntr2 = (input_valid && ~new_matrix);
            wr_en_w  = (input_valid && new_matrix);
            wr_en_x  = (input_valid && ~new_matrix);
            input_ready = 1'b1;
            clear_done_mult = 1'b1; 
        end
        WAIT_W: begin
            addr_w = cntr1;
            en_cntr1 = input_valid;
            wr_en_w = input_valid;
            input_ready = 1'b1; 
        end
        WAIT_X: begin
            addr_x = cntr2;
            en_cntr2 = input_valid;
            wr_en_x = input_valid;
            input_ready = 1'b1;
        end
        MULT: begin
            addr_w = cntr1;
            addr_x = cntr2;
            en_acc_q = 1'b1;
            en_cntr1 = 1'b1;
            en_cntr2 = 1'b1;
            set_done_mult = (cntr1_done && cntr2_done);
        end
        SEND_DATA: begin
            clear_acc = output_ready;
            output_valid = 1'b1; 
        end
        default: begin
            addr_x  = 2'b0;
            wr_en_x = 1'b0;
            addr_w  = 3'b0;
            wr_en_w = 1'b0;
            clear_acc = 1'b0;
            en_acc_q  = 1'b0;
            input_ready = 1'b0;
            output_valid = 1'b0;
            en_cntr1 = 1'b0;
            en_cntr2 = 1'b0;
        end
    endcase
end
always_ff @(posedge clk) begin
    en_acc <= en_acc_q;
end
always_ff @(posedge clk) begin
    if (set_done_mult) begin
        done_mult <= 1'b1;
    end else if (clear_done_mult) begin
        done_mult <= 1'b0;
    end
end
always_ff @(posedge clk) begin 
    if (rst) begin 
        cntr1 <= 4'b0;
    end else if (en_cntr1) begin 
        if (cntr1_done) begin 
            cntr1 <= 4'b0;
        end else begin 
            cntr1 <= cntr1 + 1'b1;
        end
    end
end
always_ff @(posedge clk) begin 
    if (rst) begin 
        cntr2 <= 2'b0;
    end else if (en_cntr2) begin 
        if (cntr2_done) begin 
            cntr2 <= 2'b0;
        end else begin 
            cntr2 <= cntr2 + 1'b1;
        end
    end
end
endmodule: control_part2
module datapath_part2(
    input  logic                 clk,
    input  logic                 rst,
    input  logic signed  [13:0]  input_data,
    input  logic         [1:0]   addr_x,
    input  logic                 wr_en_x,
    input  logic         [3:0]   addr_w,
    input  logic                 wr_en_w,
    input  logic                 clear_acc,
    input  logic                 en_acc,
    output logic signed [27:0]   output_data
);
logic signed [13:0] data_x;
logic signed [13:0] data_w;
logic signed [27:0] mult_result;
logic signed [27:0] adder_result;
logic signed [27:0] reg_accum;
assign output_data = reg_accum;
memory#(
    .WIDTH(14),
    .SIZE(3)
) memory_x(
    .data_in(input_data),
    .data_out(data_x),
    .addr(addr_x),
    .clk(clk),
    .wr_en(wr_en_x)
);
memory#(
    .WIDTH(14),
    .SIZE(9)
) memory_w(
    .data_in(input_data),
    .data_out(data_w),
    .addr(addr_w),
    .clk(clk),
    .wr_en(wr_en_w)
);
multiplier #(
    .WIDTH(14)
) mult(
    .A(data_x),
    .B(data_w),
    .S(mult_result)
);
adder_sat #(
    .WIDTH(28)
) adder(
    .A(mult_result),
    .B(reg_accum),
    .S(adder_result)
);
always_ff @(posedge clk) begin 
    if (clear_acc) begin 
        reg_accum <= 'b0;
    end else if (en_acc) begin 
        reg_accum <= adder_result;
    end
end
endmodule: datapath_part2
module matvec3_part2(clk, reset, input_valid, input_ready,
input_data, new_matrix, output_valid, output_ready, output_data);
    input   logic clk, reset, input_valid, output_ready, new_matrix;
    input   logic signed [13:0] input_data;
    output  logic signed [27:0] output_data;
    output  logic output_valid, input_ready;
    logic [3:0] addr_w;
    logic [1:0] addr_x;
    logic wr_en_x;
    logic wr_en_w;
    logic clear_acc;
    logic en_acc;
    control_part2 control(
        .clk(clk),
        .rst(reset),
        .input_valid(input_valid),
        .output_ready(output_ready),
        .new_matrix(new_matrix),
        .addr_x(addr_x),
        .wr_en_x(wr_en_x),
        .addr_w(addr_w),
        .wr_en_w(wr_en_w),
        .clear_acc(clear_acc),
        .en_acc(en_acc),
        .input_ready(input_ready),
        .output_valid(output_valid)
    );
    datapath_part2 datapath(
        .clk(clk),
        .rst(reset),
        .input_data(input_data),
        .addr_x(addr_x),
        .wr_en_x(wr_en_x),
        .addr_w(addr_w),
        .wr_en_w(wr_en_w),
        .clear_acc(clear_acc),
        .en_acc(en_acc),
        .output_data(output_data)
    );
endmodule: matvec3_part2
```
`/design/flow/run.sh`:
```
#!/bin/bash
# OpenROAD 26Q1-2900-gdf79404cd8, Yosys 0.63+post, stock flow scripts
make -C /OpenROAD-flow-scripts/flow DESIGN_CONFIG=/design/flow/config.mk WORK_HOME=/design/flow/orfs finish
```
==> flow_summary.ini <==
; yosys + openroad results
[synth]
ys_area_um2 = 18100
postSynthSeqShare = 0.358
netlist_area_um2 = 18100
yosys-top-cells-area = edfxtp_1, fa_1, dfxtp_1, inv_1, ha_1
post-synth-top-area-cell = edfxtp_1
async_flop_share = 0
syn_inst = 1664
yosysUniqueCellTypes = 70
numSynthFlops = 239
synth.most_common_cell = inv_1
synth_stat.cells = 1664
synth_top_area_share = 0.279
yosys_most_used_dff = edfxtp_1
edf_count = 168
postSynthAreaPerCell_um2 = 10.9
yosys_warnings = 0
ys_top_cells_by_count = inv_1, fa_1, edfxtp_1, nand2_1, nor2_1

[timing]
setup_viol = 0
fin_tns_setup_ns = 0
relSlewSlack = 0.439
hold_viol = 0
finClkSkew_ns = 0.0192
tightest_slew_ns = 0.836
fmax_ghz = 0.127
finalCriticalPeriod_ns = 7.90
fin_crit_sh = 0.500
rsz0062_at_grt = no
hold_slack_ns = 0.440
maxSlewViolCount = 0

[detailed_routing]
routed_via_density = 5.03
drt_iter0_drc = 685
routedWlPerCell_um = 16.8
routed_wl_um = 38700
route.detailed.drc = 0
n_antenna_cell = 0
drt-pass1-iter-count = 5
vias = 11600
postRouteAntennaNets = 0

[clock_network]
clockBufferDepth = 3
post_cts_resized = 0
post_cts_buffers = 0
cts_sinks = 239
cts_hold_buf = 0
clkLatencyLatePin_ns = 0.56
clockRootBuffer = clkbuf_16
numCtsBuffers = 26
clkTransAtPathRegs_ns = 0.06
cts_tree = done
cts_htree_levels = 1

[floorplanning]
io_pins = 49
fp.dieH_um = 215
rows = 77
die.size.x_um = 215
core-area_um2 = 44400
die_area_um2 = 46100
fp_util = 0.407

[finish]
utilization = 0.452
drive_gt1_frac = 0.0643
fill_cells = 3993
area_delta_synth_final_pct = 11.1

[place]
hpwl_um = 29900
gp_congestion = 0.907
portBuffers = 48

[global_routing]
grt_pass1_vias = 12100
grt_max_degree = 52
grt_pass1_wl_um = 64900
track_usage = 0.189
grt_remaining_overflow = 0
antenna_found_initial = 0

[status]
status = complete, no violations

[worst_setup_path]
cp-end-kind = flip-flop
path_class = reg2reg
critPathRequiredTime_ns = 16.18
start_kind = flip-flop
arrival_ns = 8.28
cp_max_fo = 15

[min_path]
holdCritPathClass = reg2reg

[flow_run]
maxCapViolations = 0
warning_count = 27
metrics by stage:
step	area, um^2	instances	setup WS [ns]
after floorplan	18100	1664	9.16
after global placement	19300	2258	8.09
after detailed placement	19300	2258	7.90
after CTS	20100	2304	7.89
after global routing	20100	2304	7.49
final	20100	2304	7.90
worst paths after layout:
check	start	end	slack, ns	cells past startpoint
worst max-delay path	datapath.memory_w.data_out[0]$_DFF_P_	datapath.output_data[26]$_SDFFE_PP0P_	7.90	21
worst max register to register	datapath.memory_w.data_out[0]$_DFF_P_	datapath.output_data[26]$_SDFFE_PP0P_	7.90	21
worst min-delay path	control.state[3]$_DFF_P_	control.state[5]$_DFF_P_	0.44	2
worst min register to register	control.state[3]$_DFF_P_	control.state[5]$_DFF_P_	0.44	2
state kept, by name, indices dropped and copies added, names as in the netlist:
register                    count
control.state                   7
datapath.memory_w.mem         126
datapath.memory_x.data_out     14
datapath.output_data           28
datapath.memory_x.mem          42
control.cntr1                   4
control.done_mult               1
control.en_acc                  1
control.cntr2                   2
datapath.memory_w.data_out     14
final cells by class:
cell class	count	area (um^2)	share of cell area
Timing Repair Buffer	74	676	0.0336
Tap cell	592	741	0.0369
Clock buffer	32	673	0.0335
Clock inverter	14	148	0.00735
Inverter	298	1120	0.0557
Multi-Input combinational cell	1055	10300	0.511
Sequential cell	239	6470	0.322
critical path: stages, from the launching register on:
cell       delay (ns)
dfxtp_1          0.61
and2_1           0.40
inv_1            0.32
fa_1             0.54
fa_1             0.55
inv_1            0.05
fa_1             0.52
fa_1             0.44
fa_1             0.54
inv_1            0.05
fa_1             0.52
inv_1            0.04
ha_1             0.33
nand4_1          0.16
or2_2            0.33
a2111oi_2        0.53
o32ai_2          0.20
xnor2_1          0.16
buf_4            0.19
and2_1           0.30
o21ai_1          0.72
o211ai_1         0.20
per-layer routing:
layer / vias up / routed length [um] / global-route usage
li1: 5550 / - / -
met1: 5643 / 17600 / 0.292
met2: 361 / 17100 / 0.274
met3: 43 / 3440 / 0.0764
met4: 0 / 588 / 0.0252
met5: - / 0 / 0
cell families after synthesis:
group           synth area share
simple gates               0.116
buf+inv                   0.0779
fa+ha+maj                  0.322
flops                      0.358
compound gates            0.0936
mux                       0.0185
xor+xnor                  0.0140
layout by cell type (no fill, tap or decap), drive strengths merged, types with 3 or more instances in the layout:
master and instances:
nand2b 6, edfxtp 168, o31ai 5, xor2 13
dfxtp 71, nand4 7, buf 26, ha 85
nand2 145, mux2 26, a21o 7, and3 3
o21a 4, inv 300, a22oi 10, nor3b 3
xnor2 15, nor4 9, clkbuf 32, o22ai 15
a221o 9, clkdlybuf4s50 48, nor2b 3, and2 106
a211oi 6, o21ai 45, fa 238, or3 3
nor2 108, o221ai 26, a31oi 3, a222oi 15
a21oi 58, clkinv 9, o211ai 13, nand3 20
nor3 13
