===== run.sh =====
#!/bin/bash
# OpenROAD 26Q1-2900-gdf79404cd8, Yosys 0.63+post, stock flow scripts
make -C /OpenROAD-flow-scripts/flow DESIGN_CONFIG=/design/flow/config.mk WORK_HOME=/design/flow/orfs finish

===== design.v =====
module adder_sat#(
    parameter WIDTH = 14
)(
    input  logic signed [WIDTH-1:0] A,
    input  logic signed [WIDTH-1:0] B,
    output logic signed [WIDTH-1:0] S
);
localparam logic signed [WIDTH-1:0] MAX_VALUE = (2**(WIDTH-1)) - 1;
localparam logic signed [WIDTH-1:0] MIN_VALUE = -(2**(WIDTH-1));
logic signed [WIDTH:0] add_result;
assign add_result = $signed(A) + $signed(B);
assign S = ($signed(add_result) >= $signed(MAX_VALUE))? $signed(MAX_VALUE) : ($signed(add_result) <= $signed(MIN_VALUE)) ? $signed(MIN_VALUE) : $signed(add_result[27:0]);
endmodule: adder_sat
module memory(clk, data_in, data_out, addr, wr_en);
    parameter WIDTH=16, SIZE=64;
    localparam LOGSIZE=$clog2(SIZE);
    input [WIDTH-1:0] data_in;
    output logic [WIDTH-1:0] data_out;
    input [LOGSIZE-1:0] addr;
    input clk, wr_en;
    logic [SIZE-1:0][WIDTH-1:0] mem;
    always_ff @(posedge clk) begin
        data_out <= mem[addr];
        if (wr_en)
            mem[addr] <= data_in;
    end
endmodule
module multiplier#(
    parameter WIDTH = 14
)(
    input  logic signed [WIDTH-1:0] A,
    input  logic signed [WIDTH-1:0] B,
    output logic signed [(WIDTH*2)-1:0] S
);
    assign S = $signed(A) * $signed(B);
endmodule: multiplier
module control_part4(
    input   logic           clk,
    input   logic           rst,
    input   logic           input_valid,
    input   logic           output_ready,
    input   logic           new_matrix,
    output  logic [2:0]     addr_x,
    output  logic           wr_en_x,
    output  logic [5:0]     addr_w,
    output  logic           wr_en_w,
    output  logic           clear_acc,
    output  logic           en_acc,
    output  logic           input_ready,
    output  logic           output_valid,
    output  logic           en_pipe
);
typedef enum logic[2:0] {RST, WAIT_NEW_MATRIX, WAIT_W, WAIT_X, MULT, SEND_DATA, WAIT_RESULT} state_t;
state_t state, next_state;
logic[5:0] cntr1;
logic[2:0] cntr2;
logic[2:0] cntr3;
logic[2:0] cntr2_prev;
logic en_cntr1;
logic en_cntr2;
logic cntr1_done;
logic cntr2_done;
logic cntr3_done;
logic en_acc_q;
logic set_done_mult;
logic done_mult;
logic clear_done_mult;
logic waiting_output_ready;
logic output_valid_q[5];
genvar i;
assign cntr1_done = (cntr1 == 6'd63);
assign cntr2_done = (cntr2 == 3'd7);
assign cntr3_done = (cntr3 == 3'd7);
always_ff @(posedge clk) begin 
    if (rst) begin 
        state <= RST;
    end else begin 
        state <= next_state;
    end
end
always_comb begin 
    case(state)
        RST: begin 
            next_state = WAIT_NEW_MATRIX;
        end
        WAIT_NEW_MATRIX : begin
            if (input_valid) begin 
                if (new_matrix) begin 
                    next_state = WAIT_W;
                end else begin
                    next_state = WAIT_X;
                end
            end else begin 
                next_state = WAIT_NEW_MATRIX;
            end
        end 
        WAIT_W: begin 
            if (cntr1_done && input_valid) begin 
                next_state = WAIT_X;
            end else begin 
                next_state = WAIT_W;
            end
        end 
        WAIT_X: begin
            if (cntr2_done && input_valid) begin 
                next_state = MULT;
            end else begin 
                next_state = WAIT_X;
            end
        end
        MULT: begin 
            if (cntr3_done && ~waiting_output_ready) begin
                next_state = WAIT_NEW_MATRIX;
            end else begin
                next_state = MULT;
            end
        end
        WAIT_RESULT : begin
            next_state = SEND_DATA;
        end
        SEND_DATA: begin
            if (output_ready) begin 
                if (done_mult) begin 
                    next_state = WAIT_NEW_MATRIX;
                end else begin
                    next_state = MULT;
                end
            end else begin
                next_state = SEND_DATA;
            end
        end
        default: begin
            next_state = RST;
        end
    endcase
end
always_comb begin 
    addr_x  = 2'b0;
    wr_en_x = 1'b0;
    addr_w  = 3'b0;
    wr_en_w = 1'b0;
    clear_acc = 1'b0;
    en_acc  = 1'b0;
    input_ready = 1'b0;
    output_valid_q[4] = 1'b0;
    en_cntr1 = 1'b0;
    en_cntr2 = 1'b0;
    clear_done_mult = 1'b0;
    set_done_mult = 1'b0;
    output_valid = 1'b0;
    en_pipe = 1'b0;
    case(state)
        RST: begin
           clear_acc = 1'b1; 
           clear_done_mult = 1'b1;
        end
        WAIT_NEW_MATRIX: begin
            addr_w = cntr1;
            addr_x = cntr2;
            en_cntr1 = (input_valid && new_matrix);
            en_cntr2 = (input_valid && ~new_matrix);
            wr_en_w  = (input_valid && new_matrix);
            wr_en_x  = (input_valid && ~new_matrix);
            input_ready = 1'b1;
            clear_done_mult = 1'b1; 
        end
        WAIT_W: begin
            addr_w = cntr1;
            en_cntr1 = input_valid;
            wr_en_w = input_valid;
            input_ready = 1'b1; 
        end
        WAIT_X: begin
            addr_x = cntr2;
            en_cntr2 = input_valid;
            wr_en_x = input_valid;
            input_ready = 1'b1;
        end
        MULT: begin
            addr_w[5:3] = (~waiting_output_ready) ? cntr2 : cntr2_prev;
            addr_w[2:0] = 3'b0;
            addr_x = (~waiting_output_ready) ? cntr2 : cntr2_prev;
            en_acc = ~waiting_output_ready;
            en_cntr2 = ~waiting_output_ready;
            set_done_mult = (cntr2_done);
            output_valid_q[4] = 1'b1;
            output_valid = output_valid_q[0];
            en_pipe = (~waiting_output_ready);
        end
        SEND_DATA: begin
            clear_acc = output_ready;
        end
        default: begin
            addr_x  = 2'b0;
            wr_en_x = 1'b0;
            addr_w  = 3'b0;
            wr_en_w = 1'b0;
            clear_acc = 1'b0;
            en_acc  = 1'b0;
            input_ready = 1'b0;
            en_cntr1 = 1'b0;
            en_cntr2 = 1'b0;
        end
    endcase
end
always_ff @(posedge clk) begin
    if (set_done_mult) begin
        done_mult <= 1'b1;
    end else if (clear_done_mult) begin
        done_mult <= 1'b0;
    end
end
assign waiting_output_ready = output_valid && ~output_ready;
generate
    for (i=0; i<4; i++) begin : gen_output_valid_delay
        always_ff @(posedge clk) begin
            output_valid_q[i] <= output_valid_q[i+1];
        end
    end
endgenerate
assign cntr2_prev = cntr2 - 1'b1;
always_ff @(posedge clk) begin 
    if (rst) begin 
        cntr1 <= 6'b0;
    end else if (en_cntr1) begin 
        if (cntr1_done) begin 
            cntr1 <= 6'b0;
        end else begin 
            cntr1 <= cntr1 + 1'b1;
        end
    end
end
always_ff @(posedge clk) begin 
    if (rst) begin 
        cntr2 <= 3'b0;
    end else if (en_cntr2) begin 
        if (cntr2_done || (next_state == WAIT_NEW_MATRIX)) begin 
            cntr2 <= 3'b0;
        end else begin 
            cntr2 <= cntr2 + 1'b1;
        end
    end
end
always_ff @(posedge clk) begin 
    if (rst) begin 
        cntr3 <= 3'b0;
    end else if (cntr3_done && ~waiting_output_ready) begin 
        cntr3 <= 3'b0;
    end else if (output_valid && output_ready) begin 
        cntr3 <= cntr3 + 1'b1;
    end
end
endmodule: control_part4
module datapath_part4(
    input  logic                 clk,
    input  logic                 rst,
    input  logic signed  [13:0]  input_data,
    input  logic         [2:0]   addr_x,
    input  logic                 wr_en_x,
    input  logic         [5:0]   addr_w,
    input  logic                 wr_en_w,
    input  logic                 clear_acc,
    input  logic                 en_acc,
    input  logic                 en_pipe,
    output logic signed [27:0]   output_data
);
logic signed [13:0] data_x_mem[8];
logic signed [13:0] data_w_mem[8];
logic wr_en_x_mem[8];
logic wr_en_w_mem[8];
logic signed [27:0] mult_results[8];
logic signed [27:0] mult_results_reg[8];
logic signed [27:0] mult_results_reg2[5:7];
logic signed [27:0] adder_results[7];
logic signed [27:0] adder_result_reg;
logic signed [27:0] reg_accum;
genvar i;
assign output_data = reg_accum;
generate
    for (i=0; i<8; i++) begin : gen_x_memories
        assign wr_en_x_mem[i] = (wr_en_x && (addr_x==i));
        memory#(
            .WIDTH(14),
            .SIZE(1)
        ) memory_x (
            .data_in(input_data),
            .data_out(data_x_mem[i]),
            .addr(2'b0),
            .clk(clk),
            .wr_en(wr_en_x_mem[i])
        );
    end
endgenerate
generate
    for (i=0; i<8; i++) begin : gen_w_memories
        assign wr_en_w_mem[i] = (wr_en_w && (addr_w[2:0]==i));
        memory#(
            .WIDTH(14),
            .SIZE(8)
        ) memory_w (
            .data_in(input_data),
            .data_out(data_w_mem[i]),
            .addr(addr_w[5:3]),
            .clk(clk),
            .wr_en(wr_en_w_mem[i])
        );
    end
endgenerate
generate
    for (i=0; i<8; i++) begin : gen_multipliers
        multiplier #(
            .WIDTH(14)
        ) mult(
            .A(data_x_mem[i]),
            .B(data_w_mem[i]),
            .S(mult_results[i])
        );
    end
endgenerate
always_ff @(posedge clk) begin
    if (en_pipe) begin
        mult_results_reg <= mult_results;
        mult_results_reg2 <= mult_results_reg[5:7];
    end
end
generate
    adder_sat#(
        .WIDTH(28)
    ) adder_0(
        .A(mult_results_reg[0]),
        .B(mult_results_reg[1]),
        .S(adder_results[0])
    );
    for (i=0; i<3; i++) begin : gen_adders_1_3
        adder_sat #(
            .WIDTH(28)
        ) adder (
            .A(mult_results_reg[i+2]),
            .B(adder_results[i]),
            .S(adder_results[i+1])
        );
    end
    adder_sat#(
        .WIDTH(28)
    ) adder_4(
        .A(mult_results_reg2[5]),
        .B(adder_result_reg),
        .S(adder_results[4])
    );
    for (i=4; i<6; i++) begin : gen_adders_5_6
        adder_sat#(
        .WIDTH(28)
    ) adder_4(
        .A(mult_results_reg2[i+2]),
        .B(adder_results[i]),
        .S(adder_results[i+1])
    );
    end
endgenerate
always_ff @(posedge clk) begin
    if (en_pipe) begin
        adder_result_reg <= adder_results[3];
    end
end
always_ff @(posedge clk) begin 
    if (clear_acc) begin 
        reg_accum <= 'b0;
    end else if (en_acc) begin 
        reg_accum <= adder_results[6];
    end
end
endmodule: datapath_part4
module matvec8_part4(clk, reset, input_valid, input_ready,
input_data, new_matrix, output_valid, output_ready, output_data);
    input   logic clk, reset, input_valid, output_ready, new_matrix;
    input   logic signed [13:0] input_data;
    output  logic signed [27:0] output_data;
    output  logic output_valid, input_ready;
    logic [5:0] addr_w;
    logic [2:0] addr_x;
    logic wr_en_x;
    logic wr_en_w;
    logic clear_acc;
    logic en_acc;
    logic en_pipe;
    control_part4 control(
        .clk(clk),
        .rst(reset),
        .input_valid(input_valid),
        .output_ready(output_ready),
        .new_matrix(new_matrix),
        .addr_x(addr_x),
        .en_pipe(en_pipe),
        .wr_en_x(wr_en_x),
        .addr_w(addr_w),
        .wr_en_w(wr_en_w),
        .clear_acc(clear_acc),
        .en_acc(en_acc),
        .input_ready(input_ready),
        .output_valid(output_valid)
    );
    datapath_part4 datapath(
        .clk(clk),
        .rst(reset),
        .input_data(input_data),
        .addr_x(addr_x),
        .wr_en_x(wr_en_x),
        .addr_w(addr_w),
        .wr_en_w(wr_en_w),
        .clear_acc(clear_acc),
        .en_acc(en_acc),
        .output_data(output_data),
        .en_pipe(en_pipe)
    );
endmodule: matvec8_part4

===== constraint.sdc =====
current_design matvec8_part4

set clk_period 49.2
set clk_io_pct 0.2

create_clock -name clk0 -period $clk_period [get_ports {clk}]

set non_clock_inputs [all_inputs -no_clocks]
set_input_delay [expr $clk_period * $clk_io_pct] -clock clk0 $non_clock_inputs
set_output_delay [expr $clk_period * $clk_io_pct] -clock clk0 [all_outputs]

===== config.mk =====
export PLATFORM = sky130hd
export DESIGN_NAME = matvec8_part4
export DESIGN_NICKNAME = matvec8_part4
export VERILOG_FILES = /design/flow/design.v
export SDC_FILE = /design/flow/constraint.sdc
export NUM_CORES = 4
export LEC_CHECK = 1
export CORE_UTILIZATION = 40
export SYNTH_HDL_FRONTEND = slang

==> results.yml <==
# implementation run metrics
final_timing:
  setup_tns_ns: 0
  finalHoldViolations: 0
  report.final.slew_viol_count: 0
  fin_crit_ns: 15.64
  rsz0062_at_grt: "false"
  setup_viol: 0
  relSlewSlack: 0.367
  max_freq_ghz: 0.0639
  tightest_slew_ns: 0.949
  fin_crit_sh: 0.318
  whs_ns: 0.266
  fin_skew_ns: 0.120
grt:
  grt_pass1_vias: 82100
  grt_usage: 0.211
  grt_pass1_wl_um: 468000
  gr-total-overflow: 0
  grt_start_max_net_pins: 116
  antenna_found_initial: 8
placement:
  place_inst: 14500
  gp_congestion: 0.926
  dp_hpwl_um: 219000
  port-buffer-count: 48
synthesis:
  enable_flop_cells: 1344
  netlist.area_leader.share: 0.330
  synth_flops: 1619
  syn-instance-count: 10600
  area_leaders: "edfxtp_1, fa_1, ha_1"
  ys_top_cells_by_count: "inv_1, fa_1, edfxtp_1, nand2_1, ha_1"
  ys.flop_type: "edfxtp_1"
  avgSynthCellArea_um2: 11.5
  yosys-stat-cells: 10600
  synthArstFlopShare: 0
  top_cell: "inv_1"
  postSynthSeqShare: 0.375
  yosysChipArea_um2: 122000
  synth_top_cell_by_area: "edfxtp_1"
  ys_types: 103
  yosysWarnings: 0
  synthesis.area_um2: 122000
layout:
  finalNonFillerCells: 14900
  final_core_util: 0.439
  seq_area_um2: 45900
  nFillCells: 27100
  drive_gt1_frac: 0.0482
  area_delta_synth_final_pct: 9.03
  largest_reg_flops: 896
  combGateArea_um2: 69100
clock_tree:
  cts_sinks: 1619
  clk_pin_slew_ns: 0.06
  cts_max_level: 4
  cts_resized: 0
  cts_setup_buffers: 0
  cts_hold_buf: 0
  cts_buffer_depth: 4
  clk_latency_ns: 0.88
  cts_tree: "done"
  cts_buffers: 175
  cts_root_buf: "clkbuf_16"
worst_setup_path:
  critPathArrivalTime_ns: 16.29
  path_max_fanout: 26
  cp_top_family: "AND-OR/OR-AND gates"
  cp_common_cell: "inv_1"
  endpoint_kind: "register"
  cp_num_buf_inv: 6
  critPathSlowestCell: "o21ai_2"
  crit_path_max_incr_delay_ns: 0.66
  crit_start: "datapath.mult_results_reg[197]$_DFFE_PP_"
  worst_setup_path_start_kind: "register"
  ff2ff_setup_slack_ns: 33.56
  worstPathRequired_ns: 49.85
  worstReg2RegStart: "datapath.mult_results_reg[197]$_DFFE_PP_"
  crit_type: "register to register"
power_and_ir_drop:
  vdd_drop_max_mv: 0.0436
  power.leakage_nw: 54.7
  cellPowerDensity_nw_per_um2: 25.3
  total_power_mw: 3.37
run:
  warnings: 41
  max_cap_viol_count: 0
floorplan:
  fp-row-count: 202
  dieArea_um2: 308000
  fp_util: 0.403
  fp.dieH_um: 555
  ios: 49
  core_area_um2: 304000
  dieWidth_um: 555
drt:
  drc: 0
  vias: 77000
  ant_nets: 0
  drtIter0Drc: 3963
  drt_wl_total_um: 297000
  first_pass_iters: 6
  wl_per_cell_um: 20.0
  vias_per_cell: 5.18
status:
  status: "complete, no violations"
hold_path:
  hold_start: "datapath.gen_x_memories[6].memory_x.mem[2]$_DFFE_PP_"
  hp-class: "register to register"
==> placed cells by master, fill, tap and decap left out, drive strengths merged, types with 27 or more instances in the layout <==
cell	netlist	final
o22ai	30	30
clkinv	0	43
xor2	123	123
o21bai	47	47
edfxtp	1344	1344
nand4	149	149
nand2	999	999
ha	749	749
nand2b	150	150
a31oi	35	35
maj3	50	50
xnor2	292	292
nor2b	48	48
dfxtp	275	275
o21a	71	71
clkbuf	349	229
a22oi	459	459
nor4	27	27
inv	1607	1624
or2	28	28
fa	1567	1567
a21o	122	122
a211oi	41	41
o21ai	278	278
clkdlybuf4s50	0	34
a21oi	290	290
nor3	87	87
o211ai	28	28
and2	675	675
and3	43	43
or3	27	27
nor2	307	307
buf	27	160
nand3	93	93
==> where the power goes <==
| part | total, mW | internal, mW | switching [mW] |
|---|---|---|---|
| logic | 0.556 | 0.227 | 0.329 |
| registers | 1.51 | 1.51 | 0.00470 |
| clock network | 1.30 | 0.760 | 0.544 |
| total | 3.37 | 2.49 | 0.878 |
==> routing by layer <==
metal,GRT usage,routed length (µm),part of all wire,vias up
met2,0.310,134000,0.45,2881
met3,0.113,36100,0.12,319
met1,0.291,120000,0.40,38200
li1,-,-,-,35600
met5,0.0170,534,0.0018,-
met4,0.0399,6620,0.022,12
==> through the flow <==
stage | setup WS (ns) | area, µm²
final | 33.56 | 133000
after global routing | 31.87 | 133000
after CTS | 33.56 | 133000
after detailed placement | 33.63 | 128000
after global placement | 33.46 | 128000
after floorplan | 28.43 | 122000
==> final cells by class <==
type,count,area share
Sequential cell,1619,0.344
Timing Repair Buffer,194,0.0117
Inverter,1607,0.0453
Antenna cell,2,0.0000375
Clock buffer,229,0.0362
Multi-Input combinational cell,7045,0.518
Tap cell,4080,0.0383
Clock inverter,84,0.00669
==> cells by family after synthesis <==
kind of cell,synth area share
simple gates,0.110
xor+xnor,0.0297
flops,0.375
mux,0.000573
fa+ha+maj,0.337
buf+inv,0.0611
compound gates,0.0862
==> worst register-to-register path: cells and delay by family (launching register included) <==
kind	cells	cell delay [ns]
AOI/OAI and AO/OA	35	9.37
xor gates and xnor gates	1	0.56
adders and majority gates	7	2.18
DFF	1	0.42
buffers and inverters	6	0.77
and+or+nand+nor	9	2.19
==> final timing paths <==
check / end / cells after the start
setup reg to reg: datapath.adder_result_reg[8]$_SDFFCE_PP1P_ / 58
hold / removal: datapath.gen_x_memories[6].memory_x.data_out[2]$_DFF_P_ / 0
setup / recovery: datapath.adder_result_reg[8]$_SDFFCE_PP1P_ / 58
hold reg to reg: datapath.gen_x_memories[6].memory_x.data_out[2]$_DFF_P_ / 0
Power figures rest on the tool's default switching activity, not on a simulated workload.
